**design.v**
```verilog
module counter(input clk, input rst, output [3:0] count);
reg [3:0] count;
always @(posedge clk)
    if(rst) count = 0;
    else count = count + 1;
endmodule
```
**run.sh**
```bash
#!/bin/bash
# OpenROAD 26Q1-2900-gdf79404cd8, Yosys 0.63+post, stock flow scripts
make -C /OpenROAD-flow-scripts/flow DESIGN_CONFIG=/design/flow/config.mk WORK_HOME=/design/flow/orfs finish
```
**config.mk**
```make
export PLATFORM = sky130hd
export DESIGN_NAME = counter
export DESIGN_NICKNAME = counter
export VERILOG_FILES = /design/flow/design.v
export SDC_FILE = /design/flow/constraint.sdc
export NUM_CORES = 4
export LEC_CHECK = 1
export CORE_AREA = 10 10 70 70
export DIE_AREA = 0 0 80 80
```
**constraint.sdc**
```tcl
current_design counter

set clk_period 1.2
set clk_io_pct 0.2

create_clock -name clk0 -period $clk_period [get_ports {clk}]

set non_clock_inputs [all_inputs -no_clocks]
set_input_delay [expr $clk_period * $clk_io_pct] -clock clk0 $non_clock_inputs
set_output_delay [expr $clk_period * $clk_io_pct] -clock clk0 [all_outputs]
```
==> results.json <==
{
  "dpl.hpwl_um": 309,
  "r2r_start": "count[2]",
  "topCellsByArea": "dfxtp_1, mux2_4, ha_1",
  "rsz0062_at_grt": "false",
  "tightestPinTransition_ps": 139,
  "ir_drop_mv": 0.139,
  "hold_path_end": "count[0]",
  "swShare_pct": 21.7,
  "synth.avg_cell_area_um2": 11.2,
  "pwr-share-seq_pct": 41.3,
  "largest_reg_flops": 4,
  "yosysCellCount": 13,
  "slowest_delay_ps": 350,
  "final_core_util_pct": 8.97,
  "worst_clock_skew_ps": 3.65,
  "coreArea_um2": 3420,
  "path_class": "register to primary output",
  "edf_count": 0,
  "num_rows": 21,
  "required_ps": 960,
  "run_status": "complete, no violations",
  "warnings": 25,
  "via_per_inst": 1.93,
  "synthesis.area_um2": 145,
  "common_cells": "dfxtp_1, nor2_1, nor2b_1",
  "fin_tns_setup_ps": 0,
  "combPwrFrac_pct": 11.2,
  "cts_root_buf": "clkbuf_4",
  "die_h_um": 80,
  "ios": 6,
  "cts_buffers": 3,
  "grt_pass1_vias": 158,
  "grt_pass1_wl_um": 765,
  "setup_viol": 0,
  "chip_area_um2": 6400,
  "clk_pin_slew_ps": 40,
  "antenna_found_initial": 0,
  "initCoreUtil_pct": 4.25,
  "antenna_left": 0,
  "yosysTopAreaCellShare_pct": 55.2,
  "cp.buffers_inverters": 1,
  "rr_endpoint": "count[3]",
  "drv_slew": 0,
  "p_int_uw": 281,
  "clock.fmax_mhz": 937,
  "reg2regPathDepth": 3,
  "drc_errors": 0,
  "power_density_nw_per_um2": 1170,
  "relSlewSlack_pct": 90.6,
  "critical_path_arrival_ps": 830,
  "min_from": "count[0]",
  "min_delay_path_depth": 2,
  "fin_crit_sh_pct": 89.0,
  "stdcell_count": 72,
  "areaGrowthSynthToFinish_pct": 111,
  "drive_gt1_share_pct": 44.0,
  "worstSkewPairLatency_ps": 240,
  "yosysTopAreaCell": "dfxtp_1",
  "maxCapViolCount": 0,
  "leakagePower_nw": 0.133,
  "cts_tree": "yes",
  "clkSinkCount": 4,
  "slowest_stage": "dfxtp_1",
  "hold_class": "register to register",
  "die_w_um": 80,
  "syn_inst": 13,
  "drt_iter0_drc": 5,
  "crit_cells": 1,
  "gr-usage-all-layers_pct": 1.76,
  "async_flop_share_pct": 0,
  "endpoint_kind": "primary output",
  "synth-area-yosys_um2": 145,
  "overflow": 0,
  "r2r_slack_ps": 240,
  "ys_seq_share_pct": 55.2,
  "p_sw_uw": 78.2,
  "drtPass1Iterations": 2,
  "wl_um": 485,
  "cp_max_fo": 3,
  "nFillCells": 401,
  "worstSetupStartpointType": "register",
  "gp_congestion": 0.674,
  "synth_dominant_cell_count": "dfxtp_1",
  "holdWs_ps": 496,
  "synth.distinct_cells": 7,
  "grt_max_degree": 4,
  "placed_cells": 65,
  "clockBufferDepth": 2,
  "critPathTopFamily": "flip-flops",
  "vias": 139,
  "finalHoldViolCount": 0,
  "p_clk_share_pct": 47.5,
  "port_buffers": 5,
  "cts_max_level": 1,
  "yosys_register_bits": 4,
  "ys.flop_type": "dfxtp_1",
  "wl_per_cell_um": 6.74,
  "ys_warn_count": 1,
  "worstPathCellList": "dlygate4sd2_1",
  "period_needed_ps": 1070
}
## worst reg2reg max path: stages (launching register included)
cell and delay (ps):
dfxtp_2 310, buf_4 130, nand3_1 110, mux2_4 300
## area by class of cell
| type | count | area [um^2] | area share [%] |
|---|---|---|---|
| diodes | 1 | 2.50 | 0.816 |
| clock buffers | 3 | 22.5 | 7.35 |
| multi-input cells | 9 | 65.1 | 21.2 |
| flip-flops and latches | 4 | 83.8 | 27.3 |
| well taps | 46 | 57.6 | 18.8 |
| repair buffers | 9 | 75.1 | 24.5 |
## stage by stage
step / total power, mW / setup WS, ps / cell area (um^2)
6_report: 0.360 / 133 / 307
5_1_grt: 0.385 / 79.7 / 304
4_1_cts: 0.368 / 102 / 304
3_5_place_dp: 0.190 / 26.2 / 260
3_3_place_gp: 0.187 / 42.0 / 260
2_1_floorplan: 0.160 / 380 / 145
## worst max path at each step
stage	startpoint	endpoint	slack (ps)
final	count[1]	count[1]	130
after CTS	count[1]	count[1]	100
after global routing	count[1]	count[1]	80
## metal layers
layer  vias to the layer above  part of all wire, %  track usage (%)
met2                         8                   32             1.93
met5                         -                    0                0
met1                        62                   32             1.20
met4                         0                    0            0.528
met3                         0                   36             3.52
li1                         69                    -                -
## cell families after synthesis
logic type	synth area share [%]
fa+ha+maj	8.62
mux	10.3
flops	55.2
xor+xnor	6.04
simple gates	19.8
## what timing repair did
| action | 4_1_cts | 5_1_grt |
|---|---|---|
| resized | 7 | 0 |
| hold buffers | 0 | 0 |
| hold endpoints to repair | 0 | 0 |
| endpoints found under the setup margin | 4 | 0 |
| buffers inserted | 3 | 0 |
## power groups by stage
stage | Sequential, mW | Clock, mW | Combinational (mW)
global route | 0.149 | 0.189 | 0.0469
CTS | 0.148 | 0.178 | 0.0415
finish | 0.148 | 0.171 | 0.0404
## layout by cell type, fill, tap and decap left out, drive strengths merged
cell type,instances
diode,1
clkbuf,3
dfxtp,4
xnor2,1
clkdlybuf4s50,1
nor2,3
nand3,1
ha,1
dlygate4sd2,4
mux2,1
nor2b,2
buf,4
Power and IR drop assume default switching activity.
